## ./run.sh

```bash
#!/bin/bash
# OpenROAD 26Q1-2900-gdf79404cd8, Yosys 0.63+post, stock flow scripts
make -C /OpenROAD-flow-scripts/flow DESIGN_CONFIG=/design/flow/config.mk WORK_HOME=/design/flow/orfs finish
```

## ./config.mk

```make
export PLATFORM = sky130hd
export DESIGN_NAME = mux4to1_32
export DESIGN_NICKNAME = mux4to1_32
export VERILOG_FILES = /design/flow/design.v
export SDC_FILE = /design/flow/constraint.sdc
export NUM_CORES = 4
export LEC_CHECK = 1
export CORE_AREA = 10 10 94 94
export DIE_AREA = 0 0 104 104
```

## ./constraint.sdc

```tcl
current_design mux4to1_32

set clk_period 2.0
set clk_io_pct 0.2

create_clock -name clk0 -period $clk_period

set non_clock_inputs [all_inputs -no_clocks]
set_input_delay [expr $clk_period * $clk_io_pct] -clock clk0 $non_clock_inputs
set_output_delay [expr $clk_period * $clk_io_pct] -clock clk0 [all_outputs]
```

## ./design.v

```verilog
`timescale 1ns / 1ps
module mux4to1_32(
    input [1:0] sel,
    input Reset,
    input [31:0] DataIn1,
    input [31:0] DataIn2,
    input [31:0] DataIn3,
    input [31:0] DataIn4,
    output reg [31:0] DataOut
    );
    always@(*) begin
        if (Reset == 0) begin
            DataOut = 0;
        end 
        else begin
            case(sel)
                2'b00: DataOut = DataIn1;
                2'b01: DataOut = DataIn2;
                2'b10: DataOut = DataIn3;
                2'b11: DataOut = DataIn4;
            endcase
        end
    end
endmodule
```

==> impl_metrics.py <==
# Synthesis and PnR figures
metrics = {
    "setup_path": {
        "cp_cell_sequence": "clkdlybuf4s50_1 > mux2i_1 > o22ai_1 > clkdlybuf4s50_1",
        "crit_path_top_delay_cell": "clkdlybuf4s50_1",
        "crit_path_end_kind": "primary output",
        "critPathTopFamily": "buffers and inverters",
        "cp_data_arrival_time_ns": 1.57,
        "critPathBufInv": 2,
        "crit_start": "DataIn3[7]",
        "required_ns": 1.60,
        "crit_fanout": 1,
        "critPathKind": "primary input to primary output",
        "cp_common_cell": "clkdlybuf4s50_1",
        "cp-start-kind": "primary input",
        "slowest_delay_ns": 0.50,
    },
    "drt": {
        "drc": 0,
        "vias_per_cell": 4.20,
        "antenna-diode-count": 0,
        "drt_iter0_drc": 19,
        "drt-pass1-iter-count": 3,
        "avgRoutedWirePerCell_um": 17.3,
        "postRouteWirelength_mm": 6.45,
        "num_vias": 1567,
        "final_antenna_net_count": 0,
    },
    "floorplanning": {
        "ios": 163,
        "die-height_um": 104,
        "dieWidth_um": 104,
        "fp_util_pct": 15.0,
        "dieArea_sq_um": 10800,
        "row_count": 30,
        "core_area_sq_um": 6830,
    },
    "yosys": {
        "ys_area_sq_um": 1020,
        "synth.distinct_cells": 9,
        "synth_area_sq_um": 1020,
        "top_cell_area_share_pct": 62.7,
        "yosysTopAreaCell": "mux2i_1",
        "yosysCellCount": 111,
        "topCellsByArea": "mux2i_1 (63%), o22ai_1 (20%), buf_12 (5.9%)",
        "postSynthCellCount": 111,
        "avgSynthCellArea_sq_um": 9.21,
        "yosysSeqAreaShare_pct": 0,
        "synth_warnings": 1,
    },
    "layout": {
        "final_area_sq_um": 2820,
        "final_layout_top_logic_cells": "clkdlybuf4s50_1 (133), mux2i_1 (64), o22ai_1 (29)",
        "layout.cells.most_common": "clkdlybuf4s50_1",
        "syn2layout_area_growth_pct": 175,
        "seq_area_sq_um": 0,
        "layout-drive-gt1-share_pct": 8.30,
        "comb_area_sq_um": 908,
        "num-fill-cells": 679,
        "n_clock_buffer": 0,
        "seq_cell_count": 0,
    },
    "flow_run": {
        "cap_violations": 0,
        "log.warning_count": 32,
    },
    "sta": {
        "rsz0062_at_grt": "no",
        "maxSlewViolCount": 0,
        "min_period_ns": 1.97,
        "tightest_slew_ns": 0.199,
        "relSlewSlack_pct": 86.4,
        "fmax_ghz": 0.509,
        "period_used_pct": 98.3,
        "hold_viol_final": 0,
        "setup_violations": 0,
        "tns_ns": 0,
    },
    "grt": {
        "grt_max_degree": 25,
        "grt_pass1_vias": 1722,
        "grt_pass1_wl_mm": 9.65,
        "antenna_found_initial": 0,
        "grt-ovfl-total": 0,
        "grt_usage_pct": 11.0,
    },
    "pwr": {
        "power.leakage_nw": 1.47,
        "peakVddDrop_v": 0.000100,
        "cellPowerDensity_nw_per_um2": 193,
    },
    "hold_path": {
        "worstHoldStart": "sel[0]",
        "worst_hold_path_type": "primary input to primary output",
    },
    "place": {
        "dpl_cell_area_sq_um": 2680,
        "gp_congestion": 0.748,
        "port_buffers": 163,
        "hpwlAfterDp_mm": 5.25,
    },
    "outcome": {
        "status": "finished, final reports clean",
    },
    "clock_network": {
        "holdBufCountCts": 0,
    },
}
==> synth_stat cells <==
library cell / n
clkbuf_8: 2
buf_6: 2
or2b_4: 1
buf_8: 3
mux2i_1: 64
o22ai_1: 32
clkbuf_1: 3
buf_12: 3
nand2_1: 1
==> worst min-delay path: cells and delay by family <==
kind	cells	cell delay (ns)
AOI/OAI and AO/OA	1	0.09
buffers and inverters	2	0.27
and+or+nand+nor	1	0.17
==> routing by layer <==
| metal | vias to the layer above | routed length, um | global-route usage (%) |
|---|---|---|---|
| met5 | - | 0 | 0 |
| met4 | 0 | 0 | 0 |
| met3 | 0 | 506 | 3.45 |
| met2 | 77 | 3250 | 20.0 |
| met1 | 705 | 2690 | 13.0 |
| li1 | 785 | - | - |
==> per-stage QoR <==
step	setup slack [ns]	power [mW]	util, %	std cells	hold WS [ns]
4_1_cts	0.00404	0.557	39.8	368	1.53
5_1_grt	0.000861	0.588	41.2	373	1.38
3_3_place_gp	-0.462	0.543	39.3	364	1.77
2_1_floorplan	0.634	0.178	-	111	0.895
6_report	0.0342	0.543	41.2	373	1.34
3_5_place_dp	-0.499	0.546	39.3	364	1.77
==> cell families (layout without fill, tap and decap cells) <==
logic type	count (synthesis)	in the layout	synth area share, %
AND-OR/OR-AND	32	32	19.6
multiplexers	64	64	62.7
AND/OR/NAND/NOR	2	5	1.47
buffers and inverters	13	176	16.3
==> repair_timing <==
item / in CTS / in global routing
endpoints found under the setup margin: 32 / 22
gates cloned: 3 / 0
pin swaps: 1 / 6
gates resized: 19 / 22
setup buffers: 1 / 5
==> layout make-up <==
type	count	share of cell area, %
Tap cell	96	4.27
Multi-Input combinational cell	101	32.3
Timing Repair Buffer	176	63.5
==> where the power goes <==
part / switching [mW] / internal (mW)
registers: 0 / 0
clock network: 0 / 0
logic: 0.149 / 0.394
total: 0.149 / 0.394
==> path summary, 6_finish.rpt <==
kind	end	slack (ns)	cells after the start
setup / recovery	DataOut[7]	0.03	4
hold / removal	DataOut[28]	1.34	4
No activity file was given, so power comes from the tool's default toggle rates.
